==> /design/flow/design.v <==
`timescale 1ns / 1ps
module RFemu(
input clk ,
input rstn,
input Start,
  input   [127:0]M_AXIS_MM2S_0_tdata,
  input   [15:0]M_AXIS_MM2S_0_tkeep,
  input   M_AXIS_MM2S_0_tlast,
  output  M_AXIS_MM2S_0_tready,
  input   M_AXIS_MM2S_0_tvalid,
output [127:0] RFemu_data,
output RFemu_valid,
input  RFemu_ready 
    );
reg [127:0] RFdata [0:64];
reg [127:0] Out_RFdata;
reg [5:0] MemWRcount;
reg [5:0] MemRDcount;
always @(posedge clk or negedge rstn) 
	if (!rstn) MemWRcount <= 6'h00;
	 else if (M_AXIS_MM2S_0_tvalid && M_AXIS_MM2S_0_tready) MemWRcount <= MemWRcount + 1;
always @(posedge clk) 
	if (M_AXIS_MM2S_0_tvalid && M_AXIS_MM2S_0_tready) RFdata[MemWRcount] <= M_AXIS_MM2S_0_tdata;
always @(posedge clk) 	
	Out_RFdata <= RFdata[MemRDcount];
assign  M_AXIS_MM2S_0_tready = 1'b1;
reg RdOn;
reg [3:0] RdVl;
always @(posedge clk or negedge rstn)
	if (!rstn) RdOn <= 1'b0;
	 else if (Start && !RdOn) RdOn <= 1'b1;
	 else if (MemRDcount == MemWRcount-1)RdOn <= 1'b0;
always @(posedge clk or negedge rstn)
	if (!rstn) RdVl <= 4'h0;
	 else  RdVl <= {RdVl[2:0],RdOn};
always @(posedge clk or negedge rstn)
	if (!rstn) MemRDcount <= 6'h00;
	 else if (Start) MemRDcount <= 6'h00;
	 else if (RFemu_ready && RdOn) MemRDcount <= MemRDcount+ 1;
assign RFemu_data  = Out_RFdata;
assign RFemu_valid = RdVl[0] && RdVl[1];
endmodule
==> /design/flow/run.sh <==
#!/bin/bash
# OpenROAD 26Q1-2900-gdf79404cd8, Yosys 0.63+post, stock flow scripts
make -C /OpenROAD-flow-scripts/flow DESIGN_CONFIG=/design/flow/config.mk WORK_HOME=/design/flow/orfs finish
==> /design/flow/config.mk <==
export PLATFORM = sky130hd
export DESIGN_NAME = RFemu
export DESIGN_NICKNAME = RFemu
export VERILOG_FILES = /design/flow/design.v
export SDC_FILE = /design/flow/constraint.sdc
export NUM_CORES = 4
export LEC_CHECK = 1
export CORE_UTILIZATION = 50
export SYNTH_MEMORY_MAX_BITS = 65536
==> /design/flow/constraint.sdc <==
current_design RFemu

set clk_period 117.6
set clk_io_pct 0.2

create_clock -name clk0 -period $clk_period [get_ports {clk}]

set non_clock_inputs [all_inputs -no_clocks]
set_input_delay [expr $clk_period * $clk_io_pct] -clock clk0 $non_clock_inputs
set_output_delay [expr $clk_period * $clk_io_pct] -clock clk0 [all_outputs]
==> impl_metrics.yaml <==
# implementation run metrics
place:
  place_congestion: 0.853
  hpwl_mm: 503
  portBuffers: 261
final_layout:
  drive_gt1_share_pct: 23.0
  areaGrowthSynthToFinish_pct: 13.3
  nFillCells: 43938
pwr:
  ir_drop_v: 0.0000178
  powerDensity_mw_per_mm2: 19.3
  p_leak_nw: 110
critical_path:
  endpoint_kind: "flop"
  reg2reg_to: "Out_RFdata[48]"
  startpoint_type: "input pin"
  r2r-start: "MemRDcount[0]"
  critPathArrivalTime_ns: 27.87
  crit_path_end: "RFdata[46][97]"
  r2r_cells: 12
  cp_max_fo: 24
  crit_type: "in -> reg"
  cp.required_ns: 118.38
  critPathLaunch: "M_AXIS_MM2S_0_tvalid"
  r2r_setup_slack_ns: 110.15
job:
  maxCapViolations: 0
  tool_warnings: 44
grt:
  met3_usage_pct: 31.1
  grt_pass1_wl_mm: 1270
  grt_max_degree: 86
  busiest_layer: "met2"
  track_usage_pct: 32.7
  use_met1_pct: 35.3
  grt.overflow.total: 0
  antenna_found_initial: 60
  use_met2_pct: 45.5
  grt_pass1_vias: 172431
synthesis:
  syn_area_mm2: 0.315
  async_flop_share_pct: 0.180
  enable_flop_cells: 8192
  yosysUniqueCellTypes: 46
  top_area_cell: "edfxtp_1"
  synth_top_area_share_pct: 78.2
  ys_cells: 14162
  yosysChipArea_mm2: 0.315
  ys.flops: 8335
  ys_warn_count: 1
  synthFlopType: "edfxtp_1"
  area_leaders: "edfxtp_1, mux4_2, mux2i_1"
  synth_cells: 14162
  yosysSeqAreaShare_pct: 79.1
  avgSynthCellArea_um2: 22.2
routing:
  drcViolationCount: 0
  wl_mm: 912
  vias_per_cell: 6.39
  postRouteAntennaNets: 0
  dr.pass1.iters: 7
  vias: 154928
  drt-wirelength-per-cell_um: 37.6
  drtIter0Drc: 10073
die:
  core_region_area_mm2: 0.627
  fp-utilization_pct: 50.2
  die_w_um: 795
  rows: 291
  ioPinCount: 280
  dieArea_mm2: 0.632
  die_h_um: 795
timing:
  setup_viol: 0
  slew-limit-headroom_pct: 14.0
  finalClockPeriodUsage_pct: 23.0
  clock.fmax_mhz: 36.9
  rsz0062_at_grt: "false"
  hold_ws_ns: 0.384
  layout_min_cycle_time_ns: 27.09
  fin_tns_setup_ns: 0
  clock-skew-final_ns: 0.0772
  timing_max_transition_violations_final: 0
  tightest_slew_ns: 1.28
  final_hold_viol_count: 0
clock_tree:
  postCtsResizedCells: 0
  clockBufferDepth: 4
  htree_levels: 6
  cts_sinks: 8335
  cts_buffers: 814
  tritoncts: "built"
  root_buffer: "clkbuf_16"
  cts_setup_buffers: 0
  insertion_delay_ns: 1.19
  hold_buffers: 0
  clkSlewWorstSetupHoldPaths_ns: 0.06
outcome:
  status: "completed"
hold_path:
  hp-class: "reg -> reg"
-- critical path, cell delays in order --
cell	delay [ns]
clkdlybuf4s50_1	0.78
nand3_1	0.54
nor2_4	0.94
buf_4	0.65
buf_4	0.70
buf_4	0.64
-- cell families after synthesis --
| logic type | synth area share [%] |
|---|---|
| muxes | 15.0 |
| and+or+nand+nor | 0.441 |
| buffers and inverters | 1.24 |
| other | 0.00119 |
| AOI/OAI and AO/OA | 4.12 |
| xor gates and xnor gates | 0.0334 |
| DFF | 79.1 |
| adders and majority gates | 0.0119 |
-- power by group --
group	internal (mW)	leakage [nW]	switching, mW
logic	0.375	22.7	0.532
clock network	1.45	12.8	1.11
registers	3.38	75.0	0.0284
total	5.20	110	1.67
-- per-layer routing --
metal / up-vias / part of all wire [%] / wire length (µm)
li1: 62552 / - / -
met3: 1971 / 22 / 200000
met2: 13571 / 47 / 426000
met1: 76745 / 27 / 246000
met5: - / 0.19 / 1700
met4: 89 / 4.3 / 39200
-- layout make-up --
| class | count | area (µm²) | share of cell area [%] |
|---|---|---|---|
| antenna | 79 | 198 | 0.0555 |
| clock buffer | 1066 | 22000 | 6.18 |
| clock inverter | 424 | 4270 | 1.20 |
| inverter | 4 | 25.0 | 0.00702 |
| multi-input combinational | 4974 | 62400 | 17.5 |
| sequential | 8335 | 249000 | 69.9 |
| tap | 8350 | 10400 | 2.93 |
| timing repair buffer | 1013 | 8020 | 2.25 |
-- synthesized netlist by cell type, types with 5 or more instances --
cell      number
mux2i_1     1365
nand3b_1      45
and2_1         7
nand4_1        5
buf_6         17
a22oi_1      437
nor3_1        11
clkbuf_1     469
o22ai_1      131
a31oi_1       69
a21oi_1      218
o211ai_1      30
xor2_1         9
nand3_1       25
buf_2        265
a221oi_1     126
o221ai_1     103
nor2b_1       12
a221o_1       65
mux4_2      1461
o21ai_1       25
dfrtp_1       15
nor2_1        69
a211oi_1     239
buf_1         37
a22o_1       217
dfxtp_1      128
nand2_1       99
a31o_1         9
o21ai_0      106
edfxtp_1    8192
nand2b_1       5
buf_4         61
mux2_2        66
-- metrics by stage --
stage                     total power, mW  instances  setup slack [ns]  utilization (%)  area, µm²
final                                6.87      24245             90.51             56.8     356000
after global routing                 7.08      24208             90.44             56.8     356000
after CTS                            6.91      24166             90.73             56.8     356000
after detailed placement             4.38      22676             89.50             52.6     330000
after global placement               4.36      22676             89.53             52.6     330000
after floorplan                      4.06      14162             84.14                -     315000
-- how the worst min path moves through the flow --
stage,endpoint,cells after the start,start
4_1_cts,RdVl[1],0,RdVl[0]
5_1_grt,RdVl[1],0,RdVl[0]
6_report,RdVl[1],0,RdVl[0]
-- state kept, by name, summed over array words and instances (netlist names) --
| signal | count |
|---|---|
| RdVl | 2 |
| MemRDcount | 6 |
| RdOn | 1 |
| MemWRcount | 6 |
| RFdata | 8192 |
| Out_RFdata | 128 |
-- layout by cell type (no fill, tap or decap), types with 45 or more instances in the layout --
master,netlist,routed
clkdlybuf4s50_1,0,135
o21ai_0,106,106
mux2i_1,1365,1365
dfxtp_1,128,128
o22ai_1,131,131
diode_2,0,79
nor2_4,0,59
clkbuf_8,0,46
a221oi_1,126,126
edfxtp_1,8192,8192
a22o_1,217,217
a31oi_1,69,69
clkinv_2,0,123
a221o_1,65,65
nand2_1,99,98
buf_2,265,124
buf_4,61,721
mux2_2,66,66
clkbuf_1,469,194
clkbuf_16,0,826
a22oi_1,437,437
a211oi_1,239,239
mux4_2,1461,1461
o221ai_1,103,103
clkinv_1,0,160
a21oi_1,218,218
bufinv_16,0,60
nand3b_1,45,45
Power is estimated from default activity; no workload was simulated.
