==> flow/design.v <==
`timescale 1ns / 1ps                                                                
module APB_regs(                                                                    
input clk ,                                                                         
input rstn,                                                                         
    output [0:0] ContStart, 
    output [1:1] ContDMAsel, 
  input [31:0]APB_M_0_paddr,                                                        
  input APB_M_0_penable,                                                            
  output [31:0]APB_M_0_prdata,                                                      
  output [0:0]APB_M_0_pready,                                                       
  input [0:0]APB_M_0_psel,                                                          
  output [0:0]APB_M_0_pslverr,                                                      
  input [31:0]APB_M_0_pwdata,                                                       
  input APB_M_0_pwrite                                                              
    );                                                                              
wire [31:0] resetValue_0000;
wire inWR_0000 = APB_M_0_penable && APB_M_0_psel && APB_M_0_pwrite && (APB_M_0_paddr[15:0] == 16'h0000);
wire [31:0] inWRdata_0000;  
wire [31:0] inRDdata_0000;  
wire [31:0] outWRdata_0000; 
wire [31:0] outRDdata_0000; 
Register Register_0000_inst(   
.clk (clk ),                            
.rstn(rstn),                            
.resetValue(resetValue_0000),  
.inWR      (inWR_0000),        
.inWRdata  (inWRdata_0000),    
.inRDdata  (inRDdata_0000),    
.outWRdata (outWRdata_0000),   
.outRDdata (outRDdata_0000)    
    );                                  
assign resetValue_0000[0:0] = 1'b0;
assign inWRdata_0000[0:0] = APB_M_0_pwdata [0:0];
assign ContStart = outWRdata_0000[0:0];
assign inRDdata_0000[0:0] = 1'b0;  
assign resetValue_0000[1:1] = 1'b0;
assign inWRdata_0000[1:1] = APB_M_0_pwdata [1:1];
assign ContDMAsel = outWRdata_0000[1:1];
assign inRDdata_0000[1:1] = outWRdata_0000[1:1];  
reg [31:0] ReadData;
reg  readyBit;
always@(posedge clk or negedge rstn)
      if (!rstn) begin  
           ReadData <= 31'h00000000;
           readyBit <= 1'b0;
             end 
       else begin 
           readyBit <= APB_M_0_penable && APB_M_0_psel;
           case (APB_M_0_paddr[15:0])  
               16'h0000 :  ReadData <= outRDdata_0000;
               default :  ReadData <= 31'h00000000;
           endcase 
             end 
assign APB_M_0_prdata  = ReadData;
assign APB_M_0_pready  = readyBit;
assign APB_M_0_pslverr = 1'b0;
endmodule                     
`timescale 1ns / 1ps
module Register(
input clk,
input rstn,
input [31:0] resetValue,
input inWR,
input [31:0] inWRdata,
input [31:0] inRDdata,
output [31:0] outWRdata,
output [31:0] outRDdata
    );
reg [31:0] WRreg;
reg [31:0] RDreg;
always @(posedge clk or negedge rstn)
    if (!rstn) WRreg <= resetValue;
     else if (inWR) WRreg <= inWRdata;
     else WRreg <= RDreg;
always @(posedge clk or negedge rstn)
    if (!rstn) RDreg <= resetValue;
     else RDreg <= inRDdata;
assign outWRdata = WRreg;
assign outRDdata = RDreg;
endmodule
==> flow/run.sh <==
#!/bin/bash
# OpenROAD 26Q1-2900-gdf79404cd8, Yosys 0.63+post, stock flow scripts
make -C /OpenROAD-flow-scripts/flow DESIGN_CONFIG=/design/flow/config.mk WORK_HOME=/design/flow/orfs finish
==> flow/config.mk <==
export PLATFORM = sky130hd
export DESIGN_NAME = APB_regs
export DESIGN_NICKNAME = APB_regs
export VERILOG_FILES = /design/flow/design.v
export SDC_FILE = /design/flow/constraint.sdc
export NUM_CORES = 4
export LEC_CHECK = 1
export CORE_AREA = 10 10 70 70
export DIE_AREA = 0 0 80 80
==> flow/constraint.sdc <==
current_design APB_regs

set clk_period 1.0
set clk_io_pct 0.2

create_clock -name clk0 -period $clk_period [get_ports {clk}]

set non_clock_inputs [all_inputs -no_clocks]
set_input_delay [expr $clk_period * $clk_io_pct] -clock clk0 $non_clock_inputs
set_output_delay [expr $clk_period * $clk_io_pct] -clock clk0 [all_outputs]
==> GITHUB_STEP_SUMMARY <==
### Metrics collected by this job

| Metric | Value |
|---|---|
| Run status | complete, but fails checks |
| Violated checks | setup timing |
| Die area | roughly 6400 um2 |
| Core Util, Final | 19.6% |
| Clk buf depth | 2 |
| Detailed Place HPWL | 1200 um |
| Yosys warns | 94 |
| CP Class | in -> reg |
| Yosys chip area | 458 um2 |
| IO Pins | approximately 110 |
| Worst hold slack | 171 ps |
| Final non-filler cell total | about 130 |
| Slew Viols, Final | 0 |
| Post-synth seq share | 27.3% |
| Post-route ant nets | 0 |
| Wirelength per Cell | 10.5 um |
| First-pass GRT wire length | approximately 1900 um |
| Rows | 21 |
| Diode count | 0 |
| GP Congestion | 0.692 |
| TNS Setup | -44.7 ps |
| CTS buffer count | 3 |
| Final WL | roughly 1300 um |
| Worst-path clk slew | ~50 ps |
| Chip height | roughly 80 um |
| Area of the core | 3420 um2 |
| Cts hold-fix bufs | 0 |
| Fillers | approximately 400 |
| Total GRT Usage | about 3.7% |
| Mapped cell area | 458 um2 |
| Vias in the first global route | approximately 430 |
| Vias | 342 |
| Initial antenna violation count | 0 |
| Number of cells in Yosys stat | 49 |
| Critical Path Sink Type | register |
| TritonCTS clock tree | built |
| Slowest stage delay, CP | 320 ps |
| Placed cell count | 120 |
| Critical-path cell list | buf_6 > nor4_4 > nand4_1 > nor2_1 > mux2_1 |
| Clock skew | 4.36 ps |
| Critical Path AT | between 1000 and 1500 ps |
| Time the worst path needs with I/O delays and setup | 1040 ps |
| Synth cell types | 10 |
| Number of endpoints failing setup at the final stage | 1 |
| DR DRC count | 0 |
| Pleak | 0.336 nW |
| WP data required | 1120 ps |
| # port buffers | 26 |
| Number of vias per cell | between 2 and 3 |
| PwrDens | 825 nW/um2 |
| Tool Warnings | roughly 74 |
| Final period util | 104% |
| Hold WC Path Type | in -> async |
| Max-cap viol count | 0 |
| Fin. Hold Viols | 0 |
| Post-Syn Instances | 49 |
| Share of layout cells above drive strength 1 | roughly a third |
| Fp util | 13.4% |
| Syn avg cell area | between 9 and 10 um2 |
| Synthesis-stage register bit count | 5 |
| Peak supply drop | 0.000273 V |
| CP delay by family, top | simple AND/OR/NAND/NOR gates |
| Initial DRC count | 1 |
| RSZ-0062 raised after global routing | yes |
| Htree depth | 1 |
| Fmax | 957 MHz |
| CP Launch Type | primary input |
| Clock sinks | 5 |
| Largest net degree at the start of global routing | 6 |
| Slowest library cell on the worst path | mux2_1 |
| Detailed-router iteration count before antenna repair | 2 |
| Late-Pin Clk Latency | 240 ps |
| Total grt overflow | 0 |
| Synth-to-layout area growth | 46.4% |
| WP buf/inv | 1 |
| Worst Slack Setup Final | -44.7 ps |
| Worst-path maximum fanout | 2 |
| Total power | 0.553 mW |
| Clock root cell | clkbuf_4 |
| Die width | 80 um |
worst paths after layout:
path / from / end / slack (ps) / cells after the start
setup reg to reg: Register_0000_inst.RDreg[1] / Register_0000_inst.WRreg[1] / 220 / 1
hold / removal: rstn / Register_0000_inst.WRreg[0] / 170 / 1
min in group clk0: APB_M_0_paddr[1] / ReadData[1] / 320 / 5
hold reg to reg: Register_0000_inst.WRreg[1] / Register_0000_inst.RDreg[1] / 380 / 0
setup / recovery: APB_M_0_paddr[8] / Register_0000_inst.WRreg[1] / -40 / 5
max in group asynchronous: rstn / readyBit / 640 / 1
timing repair:
item	CTS	global route
pin swaps	7	4
setup endpoints to repair	6	4
gates resized	73	7
setup buffers	1	0
metrics by stage:
stage,cell area [um2],setup slack (ps)
floorplan,592,-111
global placement,669,-663
detailed placement,669,-677
CTS,678,-62.9
global route,671,-104
finish,671,-44.7
kinds of logic (layout without fill, tap and decap cells):
logic type / Yosys count / after routing / share of synthesized area [%]
buf+inv: 33 / 32 / 53.3
flops: 5 / 5 / 27.3
mux: 1 / 1 / 2.46
other cells: 1 / 32 / 0.819
simple gates: 9 / 9 / 16.1
routing by layer:
metal / part of all wire (%) / vias up / wire [um] / GRT usage, %
met5: 0 / - / 0 / 0
met4: 0 / 0 / 0 / 0.352
met3: 16 / 0 / 215 / 2.95
met2: 47 / 37 / 615 / 5.38
met1: 37 / 153 / 486 / 4.22
li1: - / 152 / - / -
power by group:
group	internal [mW]	switching [mW]
logic	0.0720	0.0404
registers	0.207	0.000964
clock network	0.151	0.0820
cells in the mapped netlist:
master   count  area [um2]
dfrtp_1      5         125
mux2_1       1        11.3
conb_1       1        3.75
buf_4       32         240
nor2_1       2        7.51
nand2_1      1        3.75
nor4_2       4        50.1
and2_1       1        6.26
nand4_1      1        6.26
inv_1        1        3.75
layout make-up:
class / instances / area [um2] / share of cell area, %
sequential: 5 / 125 / 18.7
tap: 46 / 57.6 / 8.58
timing repair buffer: 27 / 224 / 33.4
inverter: 1 / 3.75 / 0.560
clock buffer: 4 / 26.3 / 3.92
multi-input combinational: 42 / 234 / 34.9
cells in the final DEF, fill, tap and decap left out:
| cell type | count |
|---|---|
| dlygate4sd2_1 | 2 |
| and2_4 | 1 |
| clkdlybuf4s50_1 | 4 |
| nor4_2 | 1 |
| clkdlybuf4s15_1 | 3 |
| conb_1 | 32 |
| buf_6 | 7 |
| clkbuf_1 | 1 |
| nor2_1 | 2 |
| nor4_4 | 3 |
| inv_1 | 1 |
| dfrtp_1 | 5 |
| clkbuf_2 | 3 |
| mux2_1 | 1 |
| buf_2 | 7 |
| clkbuf_4 | 3 |
| nand2_1 | 1 |
| nand4_1 | 1 |
| buf_4 | 1 |
registers in the layout (all words and copies together) (netlist names):
name	cells
ReadData	1
Register_0000_inst.RDreg	1
Register_0000_inst.WRreg	2
readyBit	1
Power and IR drop assume default switching activity.
