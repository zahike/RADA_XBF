## flow/constraint.sdc

```tcl
current_design Multi_line

set clk_period 25.9
set clk_io_pct 0.2

create_clock -name clk0 -period $clk_period [get_ports {clk}]

set non_clock_inputs [all_inputs -no_clocks]
set_input_delay [expr $clk_period * $clk_io_pct] -clock clk0 $non_clock_inputs
set_output_delay [expr $clk_period * $clk_io_pct] -clock clk0 [all_outputs]
```

## flow/run.sh

```bash
#!/bin/bash
# OpenROAD 26Q1-2900-gdf79404cd8, Yosys 0.63+post, stock flow scripts
make -C /OpenROAD-flow-scripts/flow DESIGN_CONFIG=/design/flow/config.mk WORK_HOME=/design/flow/orfs finish
```

## flow/config.mk

```make
export PLATFORM = sky130hd
export DESIGN_NAME = Multi_line
export DESIGN_NICKNAME = Multi_line
export VERILOG_FILES = /design/flow/design.v
export SDC_FILE = /design/flow/constraint.sdc
export NUM_CORES = 4
export LEC_CHECK = 1
export CORE_UTILIZATION = 50
```

## flow/design.v

```verilog
`timescale 1ns / 1ps
module Compx_4_Mull(
input clk ,
input [24:0] ar,
input [24:0] ai,
input [15:0] br,
input [15:0] bi,
input [31:0] pr,    
input [31:0] pi
);
reg signed [24:0]	ar_d, ai_d;
reg signed [15:0]	br_d, bi_d;
always @(posedge clk)
  begin
    ar_d <= ar;
    ai_d <= ai;
    br_d <= br;
    bi_d <= bi;
  end
reg signed [40:0]	arbr;
reg signed [40:0]	arbi;
reg signed [40:0]	aibr;
reg signed [40:0]	aibi;
always @(posedge clk)
 begin
    arbr <= ar_d*br_d;
    arbi <= ar_d*bi_d;
    aibr <= ai_d*br_d;
    aibi <= ai_d*bi_d;
 end
reg signed [40:0]	Mulr;
reg signed [40:0]	Muli;
always @(posedge clk)
 begin
    Mulr <= arbr - aibi;
    Muli <= arbi + aibr;
 end
assign pr = Mulr[40:9];    
assign pi = Muli[40:9];
endmodule
`timescale 1ns / 1ps
module Multi_line(
input clk ,
input rstn,
  input   [127:0]M_AXIS_MM2S_0_tdata,
  input   M_AXIS_MM2S_0_tvalid,
  input [4:0] MemRDcount,
  input        SampleValid,
  input [63:0] Sampledata,
  input        CalcOn,
  output[31:0] OutSumr, 
  output[31:0] OutSumi 
    );
reg [31:0] LineMEM [0:64];
reg [31:0] Out_LineMEM;
reg [5:0] MemWRcount;
always @(posedge clk or negedge rstn)
	if (!rstn) MemWRcount <= 5'h00;
     else if (M_AXIS_MM2S_0_tvalid) MemWRcount <= MemWRcount + 1;	
always @(posedge clk) 
	if (M_AXIS_MM2S_0_tvalid) LineMEM[MemWRcount] <= M_AXIS_MM2S_0_tdata[31:0];
always @(posedge clk) 	
	Out_LineMEM <= LineMEM[MemRDcount];
reg [63:0] Sampledata1;
reg [63:0] Sampledata2;
always @(posedge clk or negedge rstn)
	if (!rstn) begin 
		 Sampledata1 <= 64'h0000000000000000;
		 Sampledata2 <= 64'h0000000000000000;
			end 
	 else  begin 
		 Sampledata1 <= Sampledata;
		 Sampledata2 <= Sampledata1;
			end 
wire [31:0] Mulr;	
wire [31:0] Muli;	
Compx_4_Mull Compx_4_Mull_inst(
.clk(clk) ,
.ar(Sampledata1[24: 0]),
.ai(Sampledata1[56:32]),
.br(Out_LineMEM[15: 0]),
.bi(Out_LineMEM[31:16]),
.pr(Mulr),    
.pi(Muli)
);
reg [31:0] Sumr;	
reg [31:0] Sumi;	
always @(posedge clk or negedge rstn)
    if (!rstn) begin 
         Sumr <= 32'h00000000;	
         Sumi <= 32'h00000000;	
            end
     else if (!(SampleValid || CalcOn)) begin 
         Sumr <= 32'h00000000;	
         Sumi <= 32'h00000000;	
            end
     else  begin 
         Sumr <= Sumr + Mulr;	
         Sumi <= Sumi + Muli;	
            end
  assign OutSumr = Sumr; 
  assign OutSumi = Sumi;
endmodule
```

==> impl_metrics.json <==
{
  "status": "finished, final reports clean",
  "antenna_found_initial": 12,
  "grt_util_all_layers_pct": 27.1,
  "cp-start-kind": "flop",
  "dieWidth_um": 475,
  "seq_area_frac_synth_pct": 36.3,
  "portBuffers": 155,
  "die_y_um": 475,
  "worstHoldStart": "Sampledata1[23]",
  "synth_cell_types": 77,
  "postSynth.asyncResetShare_pct": 8.08,
  "min_to": "Compx_4_Mull_inst.ar_d[23]",
  "synth-main-ff-cell": "edfxtp_1",
  "min_path_cells": 0,
  "r2r_slack_ps": 17890,
  "yosysWarnings": 2,
  "numCtsBuffers": 163,
  "rsz0062_at_grt": "no",
  "tightest_slew_ps": 1080,
  "drv_cap": 0,
  "cp.arrival_ps": 8730,
  "core.rowCount": 173,
  "synth-area-yosys_um2": 112000,
  "first_pass_iters": 5,
  "ant_nets": 0,
  "htree_levels": 4,
  "syn_inst": 9339,
  "grt_max_degree": 57,
  "cts_sinks": 1486,
  "worst_slack_ps": 17890,
  "drtIter0Drc": 2617,
  "placed_area_um2": 117000,
  "ctsResizeCount": 0,
  "critPathTopFamily": "adder cells",
  "ios": 266,
  "fp-utilization_pct": 50.3,
  "wirelength_um": 265000,
  "fin_area_um2": 122000,
  "clkTransAtPathRegs_ps": 60,
  "ys_ff": 1486,
  "syn_avg_cell_area_um2": 12.0,
  "num_vias": 66600,
  "r2r_cells": 24,
  "crit_top_cell": "fa_1",
  "max_freq_mhz": 125,
  "slew_headroom_pct": 27.6,
  "worstReg2RegStart": "Compx_4_Mull_inst.br_d[1]",
  "slowest_delay_ps": 840,
  "hold_buffers": 0,
  "drc_errors": 0,
  "fin_crit_sh_pct": 30.9,
  "clockBufferDepth": 3,
  "gp_routability_congestion": 0.946,
  "critPathBufInv": 6,
  "ys_cells": 9339,
  "crit_chain": "buf_4 -> nand2_1 -> inv_1 -> fa_1 -> inv_1 -> fa_1 -> inv_1 -> fa_1 -> fa_1 -> fa_1 -> inv_1 -> fa_1 -> inv_1 -> ha_1 -> nor2_1 -> nor2_1 -> a21oi_1 -> a32oi_1 -> nand2_1 -> o31ai_1 -> nand2b_1 -> a31oi_1 -> o21ai_1 -> xor2_1",
  "vias_per_cell": 5.32,
  "cts-root-buf": "clkbuf_16",
  "synthesis.area_um2": 112000,
  "grt_remaining_overflow": 0,
  "wl_per_cell_um": 21.2,
  "clock_latency_ps": 830,
  "stdcell_count": 12500,
  "core-area_um2": 222000,
  "post-place-ws_ps": 17410,
  "required_ps": 26610,
  "r2r-end": "Compx_4_Mull_inst.aibr[38]",
  "fin_tns_setup_ps": 0,
  "fin_crit_ps": 8010,
  "hold_violations": 0,
  "hp-class": "flop to flop",
  "openroad.warnings": 136,
  "lay_top_count": "inv_1",
  "worst_path_max_delay_cell": "dfxtp_2",
  "synth-edff-count": 1024,
  "drv_slew": 0,
  "path_class": "flop to flop",
  "hpwl_um": 185000,
  "cp_max_fo": 31,
  "chipArea_um2": 225000,
  "post_cts_buffers": 0,
  "area_growth_pct": 9.50,
  "grt_pass1_vias": 74500,
  "cts_tree": "yes",
  "finalSetupViolations": 0,
  "drive_gt1_share_pct": 8.99,
  "skew_ps": 71.8,
  "endpoint_kind": "flop",
  "grt_pass1_wl_um": 418000,
  "mostFrequentLayoutCells": "inv_1, fa_1, edfxtp_1",
  "place_inst": 12200
}
==> worst max-delay path by stage <==
| stage | start | to | slack [ps] | cells after the start |
|---|---|---|---|---|
| final | Compx_4_Mull_inst.br_d[1] | Compx_4_Mull_inst.aibr[38] | 17890 | 24 |
| after global routing | Compx_4_Mull_inst.br_d[1] | Compx_4_Mull_inst.aibr[38] | 17390 | 24 |
| after CTS | Compx_4_Mull_inst.br_d[1] | Compx_4_Mull_inst.aibr[38] | 17740 | 24 |
==> cell usage after synthesis (212+ instances only) <==
cell	instances	area share, %
nand2_1	986	3.3
nor2_1	294	0.99
fa_1	1554	28
clkbuf_1	391	1.3
edfxtp_1	1024	28
mux4_2	320	6.4
and2_1	648	3.6
dfxtp_1	342	6.1
xnor2_1	212	1.7
inv_1	1841	6.2
ha_1	541	6.1
a21oi_1	215	0.96
==> through the flow <==
| step | util, % | hold slack (ps) |
|---|---|---|
| after floorplan | - | 310 |
| final | 55.1 | 298 |
| after CTS | 55.1 | 299 |
| after global routing | 55.1 | 298 |
| after global placement | 52.7 | 310 |
| after detailed placement | 52.7 | 312 |
==> kinds of logic after synthesis <==
kind of cell	share of synthesized area, %
buffers and inverters	7.57
adders and majority gates	33.9
muxes	6.79
xor gates and xnor gates	2.26
AOI/OAI and AO/OA	3.88
and+or+nand+nor	9.30
DFF	36.3
==> per-layer routing <==
metal,share of wire (%),GRT usage (%),wire length [um]
met1,33,32.7,88300
met2,50,43.0,133000
met3,13,16.0,35600
met4,3.1,6.58,8220
met5,0.030,0.108,80
==> registers in the layout, indices dropped and copies added (netlist names) <==
name / flops
LineMEM: 1024
Sampledata1: 50
Compx_4_Mull_inst.aibi: 41
Compx_4_Mull_inst.aibr: 41
Compx_4_Mull_inst.arbi: 41
Compx_4_Mull_inst.arbr: 41
Compx_4_Mull_inst.Muli: 32
Compx_4_Mull_inst.Mulr: 32
Out_LineMEM: 32
Sumi: 32
Sumr: 32
Compx_4_Mull_inst.ai_d: 25
Compx_4_Mull_inst.ar_d: 25
Compx_4_Mull_inst.bi_d: 16
Compx_4_Mull_inst.br_d: 16
MemWRcount: 6
==> area by class of cell <==
type | count | area (um2)
fillers | 18000 | 99900
multi-input cells | 5598 | 63000
flip-flops and latches | 1486 | 40600
inverters | 1842 | 6910
clock buffers | 216 | 4540
well taps | 2975 | 3720
repair buffers | 323 | 2810
clock inverters | 83 | 812
diodes | 1 | 2.50
